--- /design/flow/config.mk ---
export PLATFORM = sky130hd
export DESIGN_NAME = ProgramCounter
export DESIGN_NICKNAME = ProgramCounter
export VERILOG_FILES = /design/flow/design.v
export SDC_FILE = /design/flow/constraint.sdc
export NUM_CORES = 4
export LEC_CHECK = 1
export CORE_UTILIZATION = 40
--- /design/flow/constraint.sdc ---
current_design ProgramCounter

set clk_period 10.7
set clk_io_pct 0.2

create_clock -name clk0 -period $clk_period [get_ports {CLK}]

set non_clock_inputs [all_inputs -no_clocks]
set_input_delay [expr $clk_period * $clk_io_pct] -clock clk0 $non_clock_inputs
set_output_delay [expr $clk_period * $clk_io_pct] -clock clk0 [all_outputs]
--- /design/flow/design.v ---
`timescale 1ns / 1ps
package RISCV_PKG;
    parameter REG_COUNT = 32,
              REG_WIDTH = 32,
              ADDRESS_PORT_WIDTH = 5,
              INSTRUCTION_SIZE = 32, 
              IMMEDIATE_SIZE = 32,
              WORD_LENGTH = 32,
              OPCODE_SIZE = 7, 
              MEM_WIDTH=4, 
              MEM_SIZE = 268435456, 
              HALF_MEM = 32768,
              MEM_ROWS = 1 << 25;
endpackage
import RISCV_PKG::*;
module ProgramCounter(input logic CLK, Reset, JumpReg, Jump, Branch, ONE, RetainPC,
                      input logic [31:0] ImmediateOutput, ReadData1, IF_ID_PC,
                      input logic [WORD_LENGTH-1:0] IF_ID_ReadData1,
                      output logic signed [31:0] PC);
    always_ff @(posedge CLK or posedge Reset) begin
        if (Reset) begin
            PC <= -4;
        end
        else begin
            PC <= ((JumpReg)? IF_ID_ReadData1: ((Jump||(Branch && ONE))? IF_ID_PC: PC))  +  ((RetainPC) ? 32'b0 : ((Jump||(Branch && ONE))? ImmediateOutput: 32'd4)); 
        end
    end
endmodule
--- /design/flow/run.sh ---
#!/bin/bash
# OpenROAD 26Q1-2900-gdf79404cd8, Yosys 0.63+post, stock flow scripts
make -C /OpenROAD-flow-scripts/flow DESIGN_CONFIG=/design/flow/config.mk WORK_HOME=/design/flow/orfs finish
==> notes.md <==
Purpose: to document the outcome of synthesis and place and route.

STA
Setup repair after global routing left no endpoint under its margin. The final count of negative-setup-slack endpoints is 0. The hold violation count in the final report is 0. Setup total negative slack on the finished layout was measured at 0 ns.

The final timing report derives a shortest allowable period of 6.05 ns. The remaining max-slew budget at the tightest pin is 54.9%. In the post-route analysis, the smallest setup slack over all paths is 4.65 ns. The maximum clock skew at final layout is 0.00505 ns. The worst-margin pin slew is between 0.6 and 0.7 ns. The upper clock frequency limit is 0.165 GHz. The worst path uses a little under three fifths of the clock period. In the final report, the number of pins over their slew limit comes to 0.

Place
The total half-perimeter wirelength after legalization and detailed placement is between 7000 and 8000 um. The pre-CTS setup slack is around 4.3 ns. The count of buffers added on input and output ports is approximately 130.

The final estimated routing congestion in global placement is approximately 0.86.

Layout
Counting flops per register, the top entry is PC. The proportion of layout cells with a drive suffix above 1 is 12.7%. The number of inserted filler cells in the final layout is 739. At the end of the flow the core is filled with cells to roughly 60%. Between the synthesized netlist and the finished layout, the area growth was recorded as 45.0%. The number of flip-flops in the largest register is 32. The largest registers in the layout are PC: 32 flops.

Synthesis
The share of the synthesized area in the top cell type is 23.2%. Counting the warning lines in the Yosys log gives 1. The number of distinct library cells after synthesis is 51. In this run, the synthesized area fraction spent on xor and xnor cells is recorded as roughly 7.7%. In this run, synthesis inferred 0 flip-flops with an integrated enable. The post-synthesis share of cell area spent on and, or, nand and nor gates is 17.2%. The synthesis run shows multiplexers occupying 9.71% of the cell area. The cell area after synthesis is ~3400 sq um. The most frequently used library cell after synthesis is nand2_1. In this run, the synthesized area fraction spent on adder and majority cells is recorded as between 10% and 20%. The top cell type by total area after synthesis is dfstp_2. The synthesized area divided by synthesized cell count is 8.44 sq um. The aoi/oai-family share of the synthesized area is 25.6%. Sorting the synthesized cells by how often they occur yields 56 x nand2_1, 45 x o21ai_0, 33 x and2_1, 33 x mux2i_1, 31 x ha_1.

The register bit count reported by yosys is 32. Ranked by total cell area, the synthesized netlist is headed by dfstp_2 23%, ha_1 11%, mux2i_1 9.7%, o21ai_0 6.6%, nand2_1 6.2%. Per the Yosys statistics, synthesis produced 403 cells.

Synthesis handed over a netlist of 403 instances. For this run, the chip area from Yosys synthesis comes to 3400 sq um. Of all flip-flops after synthesis, the portion carrying an async set or reset was 100%. The dominant non-sequential cell family after synthesis is AND-OR/OR-AND gates. Sequential elements use 24.6% of the synthesized area. Post-synth the commonest register cell is dfstp_2.

Pwr
The worst ir drop on vdd is ~0.061 mV. The clock group share of total power is 20.9%. The leakage power total is between 0.002 and 0.0025 uW.

The switching part of the total power is 30.5%. The switching component of the power is 173 uW. The power report lists cell-internal power as 392 uW.

The ratio of total power to cell area is approximately 110 nW/um^2. The power report attributes to the sequential group a share of roughly a third. The combinational cell fraction of total power is 45.6%.

Setup path
The critical path class is input port to flip-flop. The required time of the critical path is 10.91 ns. Max fanout on the critical path was recorded as 34.

The setup check on the worst reg-to-reg path leaves a slack of 7.69 ns. STA classifies the critical path endpoint as a flip-flop. Data on the critical path arrives at its endpoint at 6.26 ns. The worst setup path is launched from an input port.

Clock network
In this run the clock root is driven by a clkbuf_8. The clock slew at the register clock pins of the worst setup and hold paths is around 0.070 ns. Hold repair after CTS inserted 0 buffers. The maximum number of buffers from clock root to sink is 2.

The clock tree has to reach 32 sinks. TritonCTS built the clock tree. Post-CTS repair changed the size of 0 cells.

The clock H-tree reported by CTS has 2 levels. The clock insertion delay at the later pin of the skew report is 0.29 ns. The number of buffers created by CTS is 5. The number of buffers inserted by post-CTS setup repair is 0.

Floorplan
The core area is 8220 sq um. The vertical die size is about 94 um. The number of ports placed on the die boundary is about 170. The floorplan has 33 rows.

The floorplan die width is 94.2 um. The starting density of the core is 41.4%. The overall die size recorded for this design is ~8900 sq um.

Job
The total tool warning count is 58. The number of max-cap violations is 0.

Global route
Entering global routing, the biggest net connects 65 pins. Global routing used 22.5% of the available tracks across all layers. The global route total overflow is 0.

The first global-routing pass estimated 15300 um of wire. The number of antenna violations at the first check in global routing is 0. The via count of the first global-routing pass is 3189.

Route
The wire length per cell after detailed routing is between 10 and 15 um. The detailed-route vias per instance is ~5.2. Before antenna repair, the detailed router went through 4 iterations. The detailed router finished its first iteration with 108 violations.

The routed via count is around 3.3k. 0 antenna diodes ended up in the layout. The remaining antenna violation count after routing is 0. The final routed DRC violation total is 0. After detailed routing, the total wire length is between 9000 and 10000 um.

Min path
The path type of the worst min-delay path is flip-flop to flip-flop.

Outcome
The flow ran to the end, and the final reports show no timing, DRC or antenna violations.
==> kinds of logic after synthesis <==
logic type	after synthesis
compound gates	129
flops	32
fa+ha+maj	32
simple gates	122
buf+inv	25
mux	33
xor+xnor	30
==> per-stage QoR <==
stage / cell area (sq um) / power (uW) / hold slack, ns / std cells
after floorplan: 3400 / 321 / 0.650 / 403
after global placement: 4820 / 449 / 0.705 / 626
after detailed placement: 4820 / 450 / 0.717 / 626
after CTS: 4930 / 573 / 0.734 / 634
after global routing: 4930 / 608 / 0.798 / 634
final: 4930 / 565 / 0.728 / 634
==> worst max-delay path, stage by stage <==
cell and delay (ns):
clkdlybuf4s50_1 0.45, a21oi_4 0.15, buf_4 0.50, nor2_2 0.28
buf_4 0.26, and2_1 0.17, ha_1 0.22, fa_1 0.41
a21o_2 0.25, a311oi_2 0.39, o21bai_1 0.15, a21oi_2 0.29
o211ai_2 0.19, a31oi_1 0.24, xnor2_1 0.14
==> path summary, 6_finish.rpt <==
| kind | from | endpoint | cells after the start |
|---|---|---|---|
| worst max-delay path | Branch | PC[30] | 15 |
| worst min-delay path | PC[0] | PC[0] | 3 |
| worst max register to register | PC[0] | PC[30] | 11 |
| worst min register to register | PC[0] | PC[0] | 3 |
| max in group asynchronous | Reset | PC[21] | 3 |
| min in group asynchronous | Reset | PC[1] | 3 |
==> layout make-up <==
cell class	count	area [sq um]	share of cell area [%]
Clock buffer	6	72.6	1.47
Clock inverter	2	35.0	0.710
Inverter	5	18.8	0.381
Multi-Input combinational cell	346	2470	50.1
Sequential cell	32	838	17.0
Tap cell	105	131	2.66
Timing Repair Buffer	138	1370	27.7
==> placed cells by master, fill, tap and decap left out, types with 3 or more instances in the layout <==
master,netlist,layout
nand2_1,56,56
clkdlybuf4s50_1,0,133
ha_1,31,31
a31oi_1,3,3
inv_1,5,5
and2_1,33,33
mux2i_1,33,33
o21ai_0,45,45
a21o_1,9,9
xnor2_1,20,20
buf_4,0,4
nor2b_1,3,3
o21bai_1,4,4
xor2_1,10,10
a21o_2,3,3
clkbuf_8,0,5
dfstp_2,30,30
nor3_1,4,4
a21oi_2,3,3
nor2_1,14,13
a211oi_1,3,3
o21a_1,3,3
nand3_1,4,4
a21oi_1,30,29
==> metal layers <==
layer / up-vias / share of wire [%] / wire length, um / track usage, %
li1: 1694 / - / - / -
met1: 1493 / 47 / 4390 / 33.5
met2: 100 / 46 / 4260 / 36.5
met3: 8 / 5.6 / 520 / 2.80
met4: 0 / 1.3 / 121 / 2.56
met5: - / 0 / 0 / 0
==> power groups by stage <==
stage | combinational [uW] | clock, uW | sequential [uW]
CTS | 261 | 122 | 190
global route | 287 | 128 | 193
finish | 258 | 118 | 189
Power and IR drop assume default switching activity.

**flow/config.mk**
```make
export PLATFORM = sky130hd
export DESIGN_NAME = Execute
export DESIGN_NICKNAME = Execute
export VERILOG_FILES = /design/flow/design.v
export SDC_FILE = /design/flow/constraint.sdc
export NUM_CORES = 4
export LEC_CHECK = 1
export CORE_UTILIZATION = 30
```
**flow/constraint.sdc**
```tcl
current_design Execute

set clk_period 33.3
set clk_io_pct 0.2

create_clock -name clk0 -period $clk_period [get_ports {CLK}]

set non_clock_inputs [all_inputs -no_clocks]
set_input_delay [expr $clk_period * $clk_io_pct] -clock clk0 $non_clock_inputs
set_output_delay [expr $clk_period * $clk_io_pct] -clock clk0 [all_outputs]
```
**flow/design.v**
```verilog
`timescale 1ns / 1ps
package RISCV_PKG;
    parameter REG_COUNT = 32,
              REG_WIDTH = 32,
              ADDRESS_PORT_WIDTH = 5,
              INSTRUCTION_SIZE = 32, 
              IMMEDIATE_SIZE = 32,
              WORD_LENGTH = 32,
              OPCODE_SIZE = 7, 
              MEM_WIDTH=4, 
              MEM_SIZE = 268435456, 
              HALF_MEM = 32768,
              MEM_ROWS = 1 << 25;
endpackage
import RISCV_PKG::*;
module ALU(input logic [REG_WIDTH-1:0] dataA, dataB,
           input logic [3:0] ALUOperation,
           output logic [REG_WIDTH-1:0] ALUOutput);
    always_comb begin
        case(ALUOperation)
            4'b0000: ALUOutput = dataA | dataB;
            4'b0001: ALUOutput = dataA & dataB;
            4'b0010: ALUOutput = dataA + dataB;
            4'b0011: ALUOutput = dataA - dataB;
            4'b0101: ALUOutput = {31'b0, ($signed(dataA) < $signed(dataB))};
            4'b1000: ALUOutput = dataA << dataB[4:0];
            4'b1001: ALUOutput = dataA ^ dataB;
            4'b1010: ALUOutput = $unsigned(dataA) >> dataB[4:0];
            4'b1011: ALUOutput = $signed(dataA) >>> dataB[4:0];
            4'b1101: ALUOutput = {31'b0, (dataA < dataB)};
            default: ALUOutput = 32'b0;
        endcase
    end
endmodule
`timescale 1ns / 1ps
module ALUControl(input logic [2:0] ALUOp,
                  input logic [2:0] func3,
                  input logic [6:0] func7,
                  output logic [3:0] ALUOperation);
    always_comb begin
        casez({ALUOp,func3, func7[5]})
            7'b000110?, 7'b101110?: ALUOperation = 4'b0000;
            7'b000111?, 7'b101111?: ALUOperation = 4'b0001;
            7'b100????, 7'b1010000, 7'b000000?, 7'b110????, 7'b001????, 7'b111????, 7'b010????: ALUOperation = 4'b0010;
            7'b1010001: ALUOperation = 4'b0011;
            7'b101010?, 7'b000010?: ALUOperation = 4'b0101;
            7'b101001?, 7'b000001?: ALUOperation = 4'b1000;
            7'b101100?, 7'b000100?: ALUOperation = 4'b1001;
            7'b1011010, 7'b0001010: ALUOperation = 4'b1010;
            7'b1011011, 7'b0001011: ALUOperation = 4'b1011;
            7'b101011?, 7'b000011?: ALUOperation = 4'b1101;
            default: ALUOperation = 4'b1111;
        endcase
    end
endmodule
import RISCV_PKG::*;
module Execute(input logic CLK, EN, Reset, ID_EX_HazardDetected, HazardDetected, imm, MEM_WB_MemToReg, MEM_WB_RegWrite, UpperImm, RetAddr, RegSrc1, RegSrc2, prevMemToReg, prevRegWrite, prevMemWrite,
               input logic [WORD_LENGTH-1:0] PC, ReadData1, previousReadData2, ImmediateOutput, WB_WriteData,
               input logic [ADDRESS_PORT_WIDTH-1:0] ID_RS1, ID_RS2, prevWriteAddress, MEM_WB_WriteAddress, prevReadReg1, prevReadReg2,
               input logic [2:0] prevFunc3, ALUOp, 
               input logic [OPCODE_SIZE-1:0] Opcode,
               input logic [6:0] Func7,
               output logic [2:0] Func3,
               output logic [WORD_LENGTH-1:0] ALUResult, ReadData2, exReadData1, exImmediateOutput, iALUResult,
               output logic [ADDRESS_PORT_WIDTH-1:0] WriteAddress,
               output logic MemToReg, RegWrite, MemWrite, ForwardMemToRegData_RS1, ForwardMemToRegData_RS2, Forward_ID_EX_ALU_To_ID_A, Forward_ID_EX_ALU_To_ID_B, Forward_EX_MEM_ALU_To_ID_A, Forward_EX_MEM_ALU_To_ID_B);
    logic [3:0] ALUOperation;
    logic [WORD_LENGTH-1:0] DataA, DataB, FinalReadData2;   
    logic ForwardALU_A, ForwardALU_B, ForwardMemToRegData_A, ForwardMemToRegData_B;
    always_comb begin
        if (UpperImm) begin
            DataA = 32'b0;
        end
        else if (RetAddr) begin 
            DataA = PC;
        end
        else if (ForwardALU_A) begin
            DataA = ALUResult;
        end
        else if (ForwardMemToRegData_A && (Opcode != 7'b1100111)) begin
            DataA = WB_WriteData;
        end
        else if (RegSrc1) begin
            DataA = ReadData1;
        end
        else begin
            DataA = PC;
        end
    end
    always_comb begin
        FinalReadData2 = previousReadData2;
        DataB = 0;    
        if (ForwardALU_B) begin
            FinalReadData2 = ALUResult;
        end
        else if (ForwardMemToRegData_B) begin
            FinalReadData2 = WB_WriteData;
        end
        if(imm) begin
            DataB = ImmediateOutput;
        end    
        else if (RetAddr) begin
            DataB = 4;
        end 
        else if (RegSrc2) begin
            DataB = FinalReadData2;
        end
    end
    ALUControl ALUCU(.ALUOp(ALUOp),
                .func3(prevFunc3),
                .func7(Func7),
                .ALUOperation(ALUOperation));
    ALU ALU(
        .dataA(DataA),
        .dataB(DataB),
        .ALUOperation(ALUOperation),
        .ALUOutput(iALUResult)        
        );
    ForwardingUnit FU(
        .EX_MEM_RD(WriteAddress),
        .MEM_WB_RD(MEM_WB_WriteAddress),
        .ID_EX_RS1(prevReadReg1),
        .ID_EX_RS2(prevReadReg2),
        .ID_RS1(ID_RS1),
        .ID_RS2(ID_RS2),
        .ID_EX_RD(prevWriteAddress),
        .ID_EX_RegWrite(prevRegWrite),
        .EX_MEM_RegWrite(RegWrite),
        .MEM_WB_RegWrite(MEM_WB_RegWrite),
        .MemToReg(MEM_WB_MemToReg),
        .ForwardALU_A(ForwardALU_A),
        .ForwardALU_B(ForwardALU_B),
        .ForwardMemToRegData_A(ForwardMemToRegData_A),
        .ForwardMemToRegData_B(ForwardMemToRegData_B),
        .ForwardMemToRegData_RS1(ForwardMemToRegData_RS1),
        .ForwardMemToRegData_RS2(ForwardMemToRegData_RS2),
        .Forward_ID_EX_ALU_To_ID_A(Forward_ID_EX_ALU_To_ID_A),
        .Forward_ID_EX_ALU_To_ID_B(Forward_ID_EX_ALU_To_ID_B),
        .Forward_EX_MEM_ALU_To_ID_A(Forward_EX_MEM_ALU_To_ID_A),
        .Forward_EX_MEM_ALU_To_ID_B(Forward_EX_MEM_ALU_To_ID_B)
        );
    always_ff @(posedge CLK) begin
        if (Reset || ID_EX_HazardDetected) begin
            MemWrite <= 1'b0;
            RegWrite <= 1'b0;
            MemToReg <= 1'b0;
            ALUResult <= 32'b0;
            ReadData2 <= 32'b0;   
            Func3 <= 3'b0;
            exReadData1 <= 32'b0;
            exImmediateOutput <= 32'b0;
            WriteAddress <= 5'b0;
        end
        else if (EN) begin
            MemWrite <= prevMemWrite;
            RegWrite <= prevRegWrite;
            MemToReg <= prevMemToReg;
            ALUResult <= iALUResult;
            ReadData2 <= FinalReadData2;
            Func3 <= prevFunc3;
            exReadData1 <= ReadData1;
            exImmediateOutput <= ImmediateOutput;
            WriteAddress <= prevWriteAddress;
        end
    end
endmodule
import RISCV_PKG::*;
module ForwardingUnit(input logic [ADDRESS_PORT_WIDTH-1:0] ID_EX_RD, EX_MEM_RD, MEM_WB_RD, ID_RS1, ID_RS2, ID_EX_RS1, ID_EX_RS2,
                      input logic ID_EX_RegWrite, EX_MEM_RegWrite, MEM_WB_RegWrite, MemToReg,
                      output logic ForwardALU_A, ForwardALU_B, ForwardMemToRegData_A, ForwardMemToRegData_B, ForwardMemToRegData_RS1, ForwardMemToRegData_RS2, Forward_EX_MEM_ALU_To_ID_A, Forward_EX_MEM_ALU_To_ID_B, Forward_ID_EX_ALU_To_ID_A, Forward_ID_EX_ALU_To_ID_B);
    always_comb begin
        ForwardALU_A = 1'b0;
        ForwardALU_B = 1'b0;
        ForwardMemToRegData_A = 1'b0;
        ForwardMemToRegData_B = 1'b0; 
        ForwardMemToRegData_RS1 = 1'b0;
        ForwardMemToRegData_RS2 = 1'b0;
        Forward_EX_MEM_ALU_To_ID_A = 1'b0;
        Forward_EX_MEM_ALU_To_ID_B = 1'b0;
        Forward_ID_EX_ALU_To_ID_A = 1'b0;
        Forward_ID_EX_ALU_To_ID_B = 1'b0;
        if (EX_MEM_RD == ID_EX_RS1 && EX_MEM_RegWrite && EX_MEM_RD != 0) begin
            ForwardALU_A = 1'b1;
        end
        if (EX_MEM_RD == ID_EX_RS2 && EX_MEM_RegWrite && EX_MEM_RD != 0) begin
            ForwardALU_B = 1'b1;
        end
        if (MEM_WB_RD == ID_EX_RS1 && MEM_WB_RegWrite && MEM_WB_RD != 0) begin
            ForwardMemToRegData_A = 1'b1;
        end
        if (MEM_WB_RD == ID_EX_RS2 && MEM_WB_RegWrite && MEM_WB_RD != 0) begin
            ForwardMemToRegData_B = 1'b1;
        end
        if (MEM_WB_RD == ID_RS1 && MEM_WB_RegWrite && MEM_WB_RD != 0) begin
            ForwardMemToRegData_RS1 = 1'b1;
        end
        if (MEM_WB_RD == ID_RS2 && MEM_WB_RegWrite && MEM_WB_RD != 0) begin
            ForwardMemToRegData_RS2 = 1'b1;
        end
        if (EX_MEM_RD == ID_RS1 && EX_MEM_RegWrite && EX_MEM_RD !=0) begin
            Forward_EX_MEM_ALU_To_ID_A = 1'b1;
        end
        if (EX_MEM_RD == ID_RS2 && EX_MEM_RegWrite && EX_MEM_RD !=0) begin
            Forward_EX_MEM_ALU_To_ID_B = 1'b1;
        end
        if (ID_EX_RD == ID_RS1 && ID_EX_RegWrite && ID_EX_RD !=0) begin
            Forward_ID_EX_ALU_To_ID_A = 1'b1;
        end
        if (ID_EX_RD == ID_RS2 && ID_EX_RegWrite && ID_EX_RD !=0) begin
            Forward_ID_EX_ALU_To_ID_B = 1'b1;
        end
    end 
endmodule
```
**flow/run.sh**
```bash
#!/bin/bash
# OpenROAD 26Q1-2900-gdf79404cd8, Yosys 0.63+post, stock flow scripts
make -C /OpenROAD-flow-scripts/flow DESIGN_CONFIG=/design/flow/config.mk WORK_HOME=/design/flow/orfs finish
```
==> out/results.ini <==
[timing]
timing.setup.tns_ps=0
final_max_slew_viol_count=0
final.period_utilization=0.6277
slew_headroom=0.2233
finalSetupViolations=0
max_freq_ghz=0.04784
worst_slew_pin_slew_ps=1156
final-hold-violation-count=0
finalCriticalPeriod_ps=20900
grt_setup_unrepaired=no
timing.clock.skew_ps=16.43

[cts]
clock_latency_ps=460
post_cts_resize_count=0
cts_root_buffer=sky130_fd_sc_hd__clkbuf_16
tritoncts_num_sinks=139
cts.clk_slew.worst_paths_ps=60
htree_num_levels=4
post_cts.repair.setup_buffers=0
cts_hold_buffers=0
tritoncts=built
number_of_cts_inserted_buffers=17
clock_path_buffers=2

[setup_path]
r2r_cells=19
crit_fanout=26
cpMaxStageDelayCell=sky130_fd_sc_hd__a211oi_1
critPathMaxStageDelay_ps=740
worst-setup-path-type=in -> out
start_kind=primary input
crit_chain=clkdlybuf4s50_1 > xor2_1 > or4b_1 > nor2_4 > buf_4 > mux2i_1 > o21ai_0 > a22o_1 > ha_1 > o21ai_0 > a21oi_1 > a31oi_1 > a211oi_1 > a221o_1 > a21oi_1 > mux2i_1 > o211ai_1 > a2111o_1 > clkdlybuf4s50_1
worstPathRequired_ps=26640
worstPathArrival_ps=14240
worst_setup_path_end_kind=output port

[synth]
postSynthSeqShare=0.1583
yosysWarningCount=4
yosys-stat-cells=2388
synthFlopType=sky130_fd_sc_hd__dfxtp_1
netlist-cell-type-count=96
simple_share=0.1707
synthTopLogicFamily=AND-OR/OR-AND gates
postSynthRegisterBits=139
yosys.area_share.xor_xnor=0.03339
synth_adder_area_share=0.07490
synth_compound_gate_area_share=0.3054
enable_flop_cells=0
syn_area_per_cell_um2=7.359
combined_area_of_all_synthesized_cells_um2=17570
postSynthCellCount=2388
synthArstFlopShare=0
fraction_of_synthesized_area_in_multiplexers=0.1850
yosysChipArea_um2=17570

[power_and_ir_drop]
worst_vdd_rail_ir_drop_mv=0.04109
powerDensity_nw_per_um2=32.69
p_leak_uw=0.009106

[drt]
firstDrtPassIters=6
via_count=21139
vias_per_cell=6.076
drcViolationCount=0
detail-route-antenna-nets=0
finalWirelength_um=109100
drt_iter0_markers=2111
wire_per_inst_um=31.37

[run]
max_cap_viol_count=0
stage_log_warnings=103

[final_layout]
syn2layout_area_growth_pct=30.13
fraction_of_final_layout_cells_with_drive_strength_greater_than_1=0.07488
fillerInstances=5928
final_cell_count_no_fill=3479

[floorplanning]
ports_placed_on_the_boundary=402
placement_rows=88
initial_core_util=0.3040
die-width_um=244.0
die_y_um=244.0
coreArea_um2=57810
chipArea_um2=59550

[global_route]
first_global_vias=20283
grt_antenna_before_repair=7
grt_pass1_wl_um=153400
maximum_number_of_pins_on_one_net_before_global_route_repair=66
grt-ovfl-total=0
grt.total_usage=0.3652

[worst_hold_path]
worst_hold_path_type=reg -> reg
whs_path_depth=2

[placement]
gp_routability_congestion=1.058
dp_hpwl_um=87310
placedCellCount=3444
portBuffers=393

[run_status]
run_status=finished clean

[sequential cells by signal (all words and copies together), names as in the netlist]
name / count
RegWrite: 1
MemToReg: 1
exReadData1: 32
ALUResult: 32
WriteAddress: 5
Func3: 3
MemWrite: 1
ReadData2: 32
exImmediateOutput: 32
[critical path, delay by kind of cell]
| kind | cells | cell delay [ps] |
|---|---|---|
| simple gates | 2 | 860 |
| fa+ha+maj | 1 | 590 |
| buf+inv | 3 | 1500 |
| compound gates | 10 | 3440 |
| xor+xnor | 1 | 250 |
| mux | 2 | 890 |
[synth_stat cells (10+ instances only)]
cell type | count | share of area
sky130_fd_sc_hd__mux2i_1 | 290 | 0.17
sky130_fd_sc_hd__nor2_1 | 289 | 0.062
sky130_fd_sc_hd__o21ai_0 | 176 | 0.050
sky130_fd_sc_hd__nand2_1 | 173 | 0.037
sky130_fd_sc_hd__a21oi_1 | 148 | 0.042
sky130_fd_sc_hd__dfxtp_1 | 139 | 0.16
sky130_fd_sc_hd__clkbuf_1 | 118 | 0.025
sky130_fd_sc_hd__inv_1 | 105 | 0.022
sky130_fd_sc_hd__ha_1 | 102 | 0.073
sky130_fd_sc_hd__xnor2_1 | 48 | 0.024
sky130_fd_sc_hd__nand3_1 | 47 | 0.013
sky130_fd_sc_hd__a31oi_1 | 46 | 0.016
sky130_fd_sc_hd__nor3_1 | 43 | 0.012
sky130_fd_sc_hd__o211ai_1 | 43 | 0.018
sky130_fd_sc_hd__o22ai_1 | 43 | 0.015
sky130_fd_sc_hd__a211oi_1 | 36 | 0.015
sky130_fd_sc_hd__o221ai_1 | 32 | 0.016
sky130_fd_sc_hd__a22o_1 | 31 | 0.015
sky130_fd_sc_hd__mux2_2 | 29 | 0.019
sky130_fd_sc_hd__buf_1 | 25 | 0.0053
sky130_fd_sc_hd__a21o_1 | 23 | 0.0098
sky130_fd_sc_hd__buf_2 | 23 | 0.0066
sky130_fd_sc_hd__o31ai_1 | 21 | 0.0090
sky130_fd_sc_hd__nor4_1 | 20 | 0.0071
sky130_fd_sc_hd__o21bai_1 | 20 | 0.0085
sky130_fd_sc_hd__xor2_1 | 19 | 0.0095
sky130_fd_sc_hd__o21a_1 | 18 | 0.0077
sky130_fd_sc_hd__a221oi_1 | 16 | 0.0080
sky130_fd_sc_hd__nand4_1 | 13 | 0.0046
sky130_fd_sc_hd__or4_1 | 13 | 0.0056
sky130_fd_sc_hd__buf_6 | 12 | 0.0077
sky130_fd_sc_hd__o21ai_1 | 12 | 0.0034
sky130_fd_sc_hd__a22oi_1 | 10 | 0.0043
sky130_fd_sc_hd__nand2b_1 | 10 | 0.0036
[cell type report]
class                   instances  area (um^2)  area share
clock buffers                  20        446.7     0.01953
repair buffers                476         4556      0.1992
well taps                     765        957.2     0.04186
diodes                          3        7.507   0.0003283
inverters                     113        429.2     0.01877
clock inverters                12        106.4    0.004651
multi-input cells            1951        13580      0.5940
flip-flops and latches        139         2783      0.1217
[cell families (layout without fill, tap and decap cells)]
family | after synthesis | in the layout
compound gates | 790 | 790
xor+xnor | 67 | 67
fa+ha+maj | 104 | 104
buf+inv | 298 | 621
flops | 139 | 139
mux | 320 | 320
other cells | 0 | 3
simple gates | 670 | 670
[cell usage in the layout (no fill, tap or decap), types with 20 or more instances in the layout]
cell type                         Yosys  routed
sky130_fd_sc_hd__clkdlybuf4s50_1      0     391
sky130_fd_sc_hd__mux2i_1            290     290
sky130_fd_sc_hd__nor2_1             289     286
sky130_fd_sc_hd__o21ai_0            176     176
sky130_fd_sc_hd__nand2_1            173     173
sky130_fd_sc_hd__a21oi_1            148     148
sky130_fd_sc_hd__dfxtp_1            139     139
sky130_fd_sc_hd__inv_1              105     105
sky130_fd_sc_hd__ha_1               102     102
sky130_fd_sc_hd__buf_4                7      83
sky130_fd_sc_hd__xnor2_1             48      48
sky130_fd_sc_hd__nand3_1             47      46
sky130_fd_sc_hd__a31oi_1             46      46
sky130_fd_sc_hd__o211ai_1            43      43
sky130_fd_sc_hd__o22ai_1             43      43
sky130_fd_sc_hd__nor3_1              43      42
sky130_fd_sc_hd__a211oi_1            36      34
sky130_fd_sc_hd__o221ai_1            32      32
sky130_fd_sc_hd__a22o_1              31      31
sky130_fd_sc_hd__mux2_2              29      29
sky130_fd_sc_hd__a21o_1              23      22
sky130_fd_sc_hd__o31ai_1             21      21
sky130_fd_sc_hd__o21bai_1            20      20
sky130_fd_sc_hd__nor4_1              20      20
[layer usage]
layer  track usage  wire, um  part of all wire
met1        0.5020     46000              0.42
met2        0.5584     48360              0.44
met3       0.08403      9818             0.090
met4        0.1371      4971             0.046
met5             0         0                 0
[power by group]
group          switching (uW)  internal (uW)
Combinational             235            143
Sequential               8.84            173
Clock                    89.3           99.4
[metrics by stage]
step | hold slack [ps] | total power [uW] | area (um^2) | worst slack [ps] | utilization
5_1_grt | 516.1 | 777.5 | 22870 | 12220 | 0.3956
6_report | 495.5 | 747.7 | 22870 | 12400 | 0.3956
2_1_floorplan | 433.6 | 375.0 | 17570 | 14790 | -
4_1_cts | 496.8 | 741.4 | 22860 | 12580 | 0.3955
3_5_place_dp | 481.3 | 549.7 | 22310 | 12640 | 0.3859
3_3_place_gp | 474.1 | 550.0 | 22310 | 12590 | 0.3859
[worst paths after layout]
kind / from / to / slack (ps)
setup / recovery: MEM_WB_WriteAddress[4] / iALUResult[26] / 12400
hold / removal: exReadData1[26] / exReadData1[26] / 500
setup reg to reg: WriteAddress[0] / ALUResult[26] / 25930
hold reg to reg: exReadData1[26] / exReadData1[26] / 500
Power is estimated from default activity; no workload was simulated.

## design/flow/design.v

```verilog
`timescale 1ns / 1ps
package RISCV_PKG;
    parameter REG_COUNT = 32,
              REG_WIDTH = 32,
              ADDRESS_PORT_WIDTH = 5,
              INSTRUCTION_SIZE = 32, 
              IMMEDIATE_SIZE = 32,
              WORD_LENGTH = 32,
              OPCODE_SIZE = 7, 
              MEM_WIDTH=4, 
              MEM_SIZE = 268435456, 
              HALF_MEM = 32768,
              MEM_ROWS = 1 << 25;
endpackage
import RISCV_PKG::*;
module WriteBack(input logic CLK, MemToReg,
                input logic [WORD_LENGTH-1:0] ReadData, ALUResult,
                output logic [WORD_LENGTH-1:0] WriteData);
    always_comb begin 
        WriteData = (MemToReg) ? ReadData : ALUResult;
    end
endmodule
```

## design/flow/run.sh

```bash
#!/bin/bash
# OpenROAD 26Q1-2900-gdf79404cd8, Yosys 0.63+post, stock flow scripts
make -C /OpenROAD-flow-scripts/flow DESIGN_CONFIG=/design/flow/config.mk WORK_HOME=/design/flow/orfs finish
```

## design/flow/config.mk

```make
export PLATFORM = sky130hd
export DESIGN_NAME = WriteBack
export DESIGN_NICKNAME = WriteBack
export VERILOG_FILES = /design/flow/design.v
export SDC_FILE = /design/flow/constraint.sdc
export NUM_CORES = 4
export LEC_CHECK = 1
export CORE_AREA = 10 10 71 71
export DIE_AREA = 0 0 81 81
```

## design/flow/constraint.sdc

```tcl
current_design WriteBack

set clk_period 1.0
set clk_io_pct 0.2

create_clock -name clk0 -period $clk_period

set non_clock_inputs [all_inputs -no_clocks]
set_input_delay [expr $clk_period * $clk_io_pct] -clock clk0 $non_clock_inputs
set_output_delay [expr $clk_period * $clk_io_pct] -clock clk0 [all_outputs]
```

==> results.yml <==
# generated from flow reports
run_status:
  outcome: "finished with violations"
  violations: "setup timing"
die:
  i_o_pin_cnt: 98
  die.size.x_um: 81
  die_h_um: 81
  num_rows: 22
  initCoreUtil_pct: 15.0
  dieArea_mm2: 0.00656
  floorplan.core_area_mm2: 0.00363
logic_synthesis:
  top_cells_by_area_synth: "mux2_4 83%, buf_12 11%, mux2_2 4.1%"
  synth_warnings: 1
  netlist.area_leader.share_pct: 82.8
  synth.yosys.seq_area_share_pct: 0
  post_synth_instance_area_um2: 544
  mux_area_share_pct: 86.9
  synthesis_area_per_yosys_um2: 544
  adder_share_pct: 0
  synth_xor_xnor_area_share_pct: 0
  synthAoiAreaFrac_pct: 0
  postSynthCellCount: 36
  yosys.area.top_type: "mux2_4"
  synth_area_per_cell_um2: 15.1
  post_synth_and_or_nand_nor_area_fraction_pct: 0
  ys_cells: 36
  yosys-dominant-comb-family: "multiplexers"
  ys_types: 4
placement:
  port_buffers: 97
  post-dp-hpwl_mm: 2.50
  place_congestion: 0.859
timing:
  slew-limit-headroom_pct: 94.2
  fin_ws_ns: -0.189
  min_period_ns: 1.19
  setup_viol_count_final: 32
  worst_hold_margin_ns: 0.708
  grt_setup_unrepaired: "true"
  report.final.slew_viol_count: 0
  max_freq_mhz: 841
  finalCritPeriodShare_pct: 119
  timing_worst_slew_pin_value_ns: 0.0877
  finalHoldViolations: 0
critical_path:
  setup.worst_path.end_class: "output port"
  worstPathRequired_ns: 0.80
  critPathLaunch: "MemToReg"
  worst-path-max-fanout: 5
  critical_path.endpoint: "WriteData[14]"
  critPathArrivalTime_ns: 0.99
  timing_worst_setup_path_type: "primary input to output port"
  startpoint_type: "primary input"
grt:
  tot_gr_track_use_pct: 7.99
  globalRouteMet2Util_pct: 14.3
  maximum_number_of_pins_on_one_net_before_global_route_repair: 11
  global_route_hottest_layer: "met2"
  grt_first_pass_wirelength_mm: 4.20
  global_route.usage.met3_pct: 2.56
  first_global_vias: 774
  grtUsageMet1_pct: 9.74
  grt_antenna_before_repair: 0
  grt.overflow.total: 0
route:
  drc_errors: 0
  drt.antenna.violating_nets: 0
  drtIter0Drc: 3
  diodes: 0
  detail_route.first_pass.iterations: 2
  drt_wl_total_mm: 2.89
  detail_route.vias_per_cell: 3.78
  route.detailed.wl_per_inst_um: 15.7
  vias: 695
final_layout:
  area.sequential_um2: 0
  clock_buffer_count: 0
  drive_gt1_share_pct: 52.9
  final_util_pct: 44.0
  areaGrowthSynthToFinish_pct: 194
  flops: 0
power_and_ir_drop:
  peakVddDrop_v: 0.000154
  power.density_cell_area_mw_per_mm2: 402
  leakagePower_uw: 0.000854
hold_path:
  hold_class: "primary input to output port"
cts:
  post_cts_hold_buffer_count: 0
flow_run:
  drv_cap: 0
  tool_warnings: 35
[where the power goes]
| part | internal (µW) | switching (µW) | total, µW |
|---|---|---|---|
| combinational | 502 | 141 | 642 |
| sequential | 0 | 0 | 0 |
| clock | 0 | 0 | 0 |
[layer usage]
layer,vias up,part of all wire [%]
met5,-,0
met3,0,10
met1,306,39
met4,0,0
li1,339,-
met2,50,51
[stage by stage]
step / instance area, µm² / setup slack [ns] / setup TNS [ns] / std cells / power (µW)
after CTS: 1540 / -0.190 / -3.40 / 184 / 618
after floorplan: 544 / 0.0669 / 0 / 36 / 206
after global placement: 1550 / -0.505 / -15.64 / 180 / 660
after global routing: 1600 / -0.208 / -3.85 / 184 / 687
final: 1600 / -0.189 / -3.21 / 184 / 642
after detailed placement: 1550 / -0.514 / -15.70 / 180 / 664
[final cells by class]
class                      instances  area (µm²)
fill                             345        2040
timing repair buffer             104        1060
multi-input combinational         32         480
tap                               48        60.1
[synthesized netlist by cell type, drive strengths merged]
master   n
mux2    32
buf      4
[worst min path at each step]
stage	endpoint	from	cells past startpoint	slack, ns
CTS	WriteData[8]	ALUResult[8]	3	0.80
global route	WriteData[28]	ReadData[28]	3	0.72
finish	WriteData[28]	ReadData[28]	3	0.71
[cells by family (layout without fill, tap and decap cells)]
group / Yosys count / in the layout
buffers and inverters: 4 / 104
multiplexers: 32 / 32
[critical path, stage by stage]
cell	delay (ns)
buf_12	0.12
buf_16	0.13
buf_12	0.13
mux2_4	0.29
buf_6	0.11
[layout by cell type, fill, tap and decap left out, drive strengths merged]
cell type / netlist / routed
clkdlybuf4s50: 0 / 12
buf: 4 / 40
dlymetal6s2s: 0 / 2
dlygate4sd2: 0 / 50
mux2: 32 / 32
[what timing repair did]
action,CTS,global route
buffers inserted,1,0
resized,169,11
endpoints found under the setup margin,32,32
gates cloned,3,0
Power and IR drop assume default switching activity.
